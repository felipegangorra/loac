### ./config.mk
export PLATFORM = sky130hd
export DESIGN_NAME = comparador
export DESIGN_NICKNAME = comparador
export VERILOG_FILES = /design/flow/design.v
export SDC_FILE = /design/flow/constraint.sdc
export NUM_CORES = 4
export LEC_CHECK = 1
export CORE_AREA = 10 10 70 70
export DIE_AREA = 0 0 80 80
### ./run.sh
#!/bin/bash
# OpenROAD 26Q1-2900-gdf79404cd8, Yosys 0.63+post, stock flow scripts
make -C /OpenROAD-flow-scripts/flow DESIGN_CONFIG=/design/flow/config.mk WORK_HOME=/design/flow/orfs finish
### ./design.v
parameter N = 8;
module comparador(input logic [N-1:0]A,B, output logic S);
  always_comb begin 
    S <= &(~(A ^ B));
  end
endmodule
### ./constraint.sdc
current_design comparador

set clk_period 1.0
set clk_io_pct 0.2

create_clock -name clk0 -period $clk_period

set non_clock_inputs [all_inputs -no_clocks]
set_input_delay [expr $clk_period * $clk_io_pct] -clock clk0 $non_clock_inputs
set_output_delay [expr $clk_period * $clk_io_pct] -clock clk0 [all_outputs]
==> results.env <==
NUMBER_OF_CLOCK_BUFFERS_IN_THE_LAYOUT=0
FLOORPLANUTILIZATION_PCT=2.53
DESIGN.PORTCOUNT=17
FINALWORSTPATHREQUIREDPERIOD_NS=0.961
FILLERINSTANCES=408
MAXCAPVIOLCOUNT=0
CHIP_AREA_UM2=6400
MIN_FROM='B[5]'
GRT_START_MAX_NET_PINS=2
STATUS='finished, final reports clean'
HOLD_VIOLATIONS=0
SEQ_AREA_FRAC_SYNTH_PCT=0
YOSYS_WARNINGS=1
ANTENNA_FOUND_INITIAL=0
ENDPOINT_KIND='primary output'
DRT-PASS1-ITER-COUNT=1
FINAL-COMB-AREA_UM2=124
MAPPED_AREA_UM2=86.3
ROUTED-VIA-COUNT=131
YOSYS_CELLS=11
BUFFER_PORTS.INSERTED=17
LAYOUT_TOP_CELLS_EXCL_FILL_TAP='sky130_fd_sc_hd__buf_2 (12), sky130_fd_sc_hd__xnor2_2 (5), sky130_fd_sc_hd__buf_6 (5)'
MAXSLEWVIOLCOUNT=0
GLOBALROUTEOVERFLOWTOTAL=0
P_LEAK_nW=0.126
PATH_CLASS_OF_THE_LOWEST_SLACK_MIN_DELAY_PATH='in2out'
TOTALNEGATIVESETUPSLACK_NS=0
FLOP-COUNT=0
SYN-MEAN-INSTANCE-AREA_UM2=7.85
SYN-INSTANCE-COUNT=11
FLOORPLAN.DIE.WIDTH_UM=80
FINALCOREUTILIZATION_PCT=8.72
SEQUENTIAL_CELL_AREA_UM2=0
MIN_PATH_CELLS=5
MAXCLOCKFREQUENCY_GHz=1.04
CRIT_FANOUT=1
OVERALL_POWER_AFTER_LAYOUT_mW=0.101
TIMING.CRITICAL_PATH.FROM_TYPE='input pin'
CRITICAL_PATH_ARRIVAL_NS=0.76
WORST_HOLD_PATH.ENDPOINT='S'
TIMING.SLEW.HEADROOM_PCT=90.2
LAYOUT-DRIVE-GT1-SHARE_PCT=78.6
INITIALDRTVIOLATIONCOUNT=0
ROWS=21
LOG.WARNING_COUNT=33
COREAREA_UM2=3420
TIGHTEST_SLEW_NS=0.147
DETAIL_ROUTE.VIAS_PER_CELL=1.77
LAYOUT_TOP_CELL_EXCL_FILL_TAP='sky130_fd_sc_hd__buf_2'
ANTENNA_CELLS=0
ROUTE.DETAILED.WL_PER_INST_UM=6.41
WIRE_LENGTH_OF_THE_FIRST_GLOBAL_ROUTING_PASS_UM=703
FIN_CRIT_SH_PCT=96.1
SYNTH.DISTINCT_CELLS=3
P_PER_AREA_nW_PER_UM2=340
GLOBAL_ROUTE.USAGE.TOTAL_PCT=1.34
FLOORPLAN.DIE.HEIGHT_UM=80
YOSYS_AREA_UM2=86.3
SETUP_VIOL=0
DETAILED_ROUTE_DRC_ERROR_COUNT=0
AREA_DELTA_SYNTH_FINAL_PCT=245
RSZ0062_AT_GRT='yes'
DRT-TOTAL-WL_UM=474
MAX-VDD-IR-DROP_V=0.0000498
CRITICAL_PATH_CLASS='in2out'
CTS_POST_SETUP_BUFFERS_INSERTED=0
POSTROUTEANTENNANETS=0
FIRST_GLOBAL_VIAS=136
POSTCTSHOLDBUFS=0
ROUTABILITYCONGESTION=0.741
TIMING.CRITICAL_PATH.REQUIRED_NS=0.80
## worst max path at each step
stage                 from  to  slack (ns)
final                 A[0]   S        0.04
after global routing  A[3]   S       -0.03
after CTS             A[0]   S       0.003
## cell families after synthesis
kind of cell     Yosys count  share of synthesized area [%]
XOR/XNOR                   8                           81.2
AND/OR/NAND/NOR            3                           18.8
## final cells by class
type                            instances  share of cell area, %
Multi-Input combinational cell         11                   41.6
Tap cell                               46                   19.3
Timing Repair Buffer                   17                   39.1
## power by group
part / total [mW] / switching, mW / internal (mW)
logic: 0.101 / 0.0319 / 0.0693
clock network: 0 / 0 / 0
registers: 0 / 0 / 0
total: 0.101 / 0.0319 / 0.0693
## synthesized netlist by cell type
cell type / number / area [um^2]
sky130_fd_sc_hd__nor2_1: 1 / 3.75
sky130_fd_sc_hd__nand4_1: 2 / 12.5
sky130_fd_sc_hd__xnor2_1: 8 / 70.1
## stage by stage
| step | hold WS, ns | worst slack [ns] | instance area [um^2] | std cells |
|---|---|---|---|---|
| floorplan | 0.515 | 0.313 | 86.3 | 11 |
| global placement | 1.43 | -0.744 | 314 | 74 |
| CTS | 0.758 | 0.00334 | 243 | 74 |
| detailed placement | 1.44 | -0.766 | 314 | 74 |
| global route | 0.776 | -0.0288 | 298 | 74 |
| finish | 0.749 | 0.0395 | 298 | 74 |
## metal layers
| layer | GRT usage, % | up-vias | wire length (um) | part of all wire [%] |
|---|---|---|---|---|
| met5 | 0 | - | 0 | 0 |
| li1 | - | 71 | - | - |
| met3 | 0.455 | 0 | 63 | 13 |
| met1 | 1.39 | 53 | 157 | 33 |
| met4 | 0 | 0 | 0 | 0 |
| met2 | 2.65 | 7 | 253 | 53 |
## what timing repair did
item | 4_1_cts | 5_1_grt
setup endpoints to repair | 1 | 1
resized | 62 | 8
endpoints found under the hold margin | 0 | 0
pin swaps | 11 | 5
## worst max-delay path, stage by stage
cell and delay (ns):
sky130_fd_sc_hd__buf_6 0.09, sky130_fd_sc_hd__xnor2_2 0.16, sky130_fd_sc_hd__nand4_1 0.12, sky130_fd_sc_hd__nor2_1 0.09, sky130_fd_sc_hd__buf_2 0.10
No activity file was given, so power comes from the tool's default toggle rates.

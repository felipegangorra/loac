**flow/run.sh**
```bash
#!/bin/bash
# OpenROAD 26Q1-2900-gdf79404cd8, Yosys 0.63+post, stock flow scripts
make -C /OpenROAD-flow-scripts/flow DESIGN_CONFIG=/design/flow/config.mk WORK_HOME=/design/flow/orfs finish
```
**flow/config.mk**
```make
export PLATFORM = sky130hd
export DESIGN_NAME = ula
export DESIGN_NICKNAME = ula
export VERILOG_FILES = /design/flow/design.v
export SDC_FILE = /design/flow/constraint.sdc
export NUM_CORES = 4
export LEC_CHECK = 1
export CORE_AREA = 10 10 72 72
export DIE_AREA = 0 0 82 82
```
**flow/constraint.sdc**
```tcl
current_design ula

set clk_period 7.9
set clk_io_pct 0.2

create_clock -name clk0 -period $clk_period

set non_clock_inputs [all_inputs -no_clocks]
set_input_delay [expr $clk_period * $clk_io_pct] -clock clk0 $non_clock_inputs
set_output_delay [expr $clk_period * $clk_io_pct] -clock clk0 [all_outputs]
```
**flow/design.v**
```verilog
parameter N = 8;
module ula(input logic signed [N-1:0]A, B, input logic [1:0]vetor,
           output logic signed [N-1:0]S, output logic FLAG_O);
  always_comb begin 
   	FLAG_O <= 0;		 
    case(vetor)
      2'b00: begin S <= A & B; end		 
      2'b01: begin S <= A || B; end		 
      2'b10: begin	 
        S <= A + B;
        if (A < 0 && B < 0 && S >= 0) begin		 
          FLAG_O <= 1;
        end
        else if (A >= 0 && B >= 0 && S < 0) begin	 
          FLAG_O <= 1;
        end
      end
      2'b11: begin 	 
        S <= A - B;
        if (A >= 0 && B < 0 && S < 0) begin		 
          FLAG_O <= 1;
        end
        else if (A < 0 && B >= 0 && S >= 0) begin	 
          FLAG_O <= 1;
        end
      end
    endcase
  end
endmodule
```
==> summary.txt <==
Figures from the implementation reports.

- The cell type with the highest aggregate area in the netlist reads sky130_fd_sc_hd__ha_1.
- The global placer's final weighted congestion reads about 0.90.
- For this block, the initial DRC count from the detailed router was 29.
- The number of fill cells in the layout is between 400 and 500.
- The post-layout period usage of the worst path is just over 80%.
- The setup fix buffers added after clock tree synthesis reads 0.
- The global route total overflow reads 0.
- Endpoints with negative setup slack in the final report add up to 0.
- The count of buffers inserted at the top-level ports is 27.
- The via density per instance is 4.67.
- The total leakage power reads ~0.38 nW.
- The global-route usage over all layers is 6.05%.
- The yosys synthesis warning count is 1.
- The simple-gate share of the synthesized area reads between 20% and 30%.
- The total number of vias is about 770.
- Per the post-route antenna check, the number of violating nets is 0.
- The share of final-layout standard cells stronger than drive strength 1 is roughly 1.7%.
- The final routed DRC violation total is 0.
- The final count of hold timing violations is 0.
- Per the OpenROAD floorplan log, the area of the die is around 6700 sq um.
- Per the detailed placement report, the placed cell area equals 975 sq um.
- The post-synthesis instance total is 92.
- The number of violations of the max-capacitance limit reads 0.
- The number of gates resized after CTS is 0.
- The post-synthesis cell count from yosys is 92.
- The area used by sequential logic in the layout is 0 sq um.
- The area fraction in xor and xnor cells reads between 10% and 20%.
- The cell area power density is between 80 and 90 nW/um^2.
- The most common logic cell in the final layout is sky130_fd_sc_hd__clkdlybuf4s50_1.
- The most common logic cells in the final layout are sky130_fd_sc_hd__clkdlybuf4s50_1 (27), sky130_fd_sc_hd__ha_1 (9), sky130_fd_sc_hd__nand2_1 (8).
- Per the detailed-route log, wirelength across all metal layers totals about 2100 um.
- The proportion of synthesized chip area in sequential cells is 0%.
- By area the synthesized netlist is led by sky130_fd_sc_hd__ha_1 (17%), sky130_fd_sc_hd__xnor2_1 (8.1%), sky130_fd_sc_hd__xor2_1 (6.7%).
- Setup repair after global routing left no endpoint under its margin.
- The first global-routing pass estimated roughly 3400 um of wire.
- The core area reads 3690 sq um.
- The cell area that synthesis handed to floorplanning was 652 sq um.
- Across the VDD grid, the largest voltage drop is between 30 and 40 uV.
- The length of routed wiring on met1 is just under 1000 um.
- The combined area of the multi-input logic cells is ~620 sq um.
- The number of global-route vias before repair reads roughly 760.
- The row count reads 22.
- The max-slew violation count reads 0.
- The combinational group share of total power reads around 100%.
- The hold slack reads 4170 ps.
- After Yosys synthesis, AND-OR and OR-AND compound gates account for approximately 29% of the synthesized area.
- The final report gives the core utilization as approximately a quarter.
- Sequential cells account for 0% of the total power.
- The adder and majority gate portion of the synthesized area reads between 20% and 30%.
- The flop count is 0.
- The power report attributes to the clock group a share of 0%.
- The number of warnings in the stage logs is 33.
- The synthesized netlist contains 32 unique library cells.
- According to the I/O placement log, the pin count is 27.
- Overall power consumption after layout is estimated at 0.0823 mW.
- The net switching power figure is 0.0361 mW.
- The combinational family with the most area after synthesis is AND-OR/OR-AND gates.
- The transition time recorded at the tightest slew-check pin is about 570 ps.
- The highest attainable clock frequency reads ~150 MHz.
- The required arrival time at the worst endpoint reads approximately 6300 ps.
- The initial antenna violation count was 0.
- The time the final worst path needs with I/O delays and setup is 6570 ps.
- The post-cts hold buffer count is 0.
- Summing all non-filler instances in the final layout gives an area of 975 sq um.
- Before antenna repair, the detailed router went through 5 iterations.
- The highest net fanout along the worst path reads 15.
- The routed design ends up with an antenna cell count of 0.
- The layout clock buffer count is 0.
- The HPWL reported at the end of detailed placement reads 1840 um.
- The highest layer used for signal routing reads met4.
- The synthesis-to-layout area growth is 49.5%.
- The startpoint kind of the worst setup timing path reads a primary input.
- The top cell type's share of synthesized area reads 17.3%.
- The cell-internal power reads around 0.046 mW.
- The sum of met3 wire segment lengths after detailed routing is 154 um.
- The type of the worst min-delay path is in -> out.
- The max-slew check reports its worst relative slack as between 60% and 70%.
- The horizontal die size is between 80 and 90 um.
- The amount of wire on met2 after detailed routing is roughly 960 um.
- The flow ran to the end, and the final reports show no timing, DRC or antenna violations.
- Entering global routing, the biggest net connects 16 pins.
- Net switching is a little over two fifths of the power.
- Adding up every negative setup slack in the final design gives 0 ps.
- The mux cell area share after synthesis reads 4.61%.
- The mean area per synthesized cell reads 7.09 sq um.
- The critical path capture point type is an output port.
- The setup path with the least slack is of type in -> out.
- The data arrival time at the worst-slack endpoint is 4990 ps.
- The synthesized chip area reported by yosys reads about 650 sq um.
- The starting density of the core is 17.7%.
- The average wire per cell in the routed design reads between 10 and 15 um.
- Measured along the y axis, the die boundary spans a little over 80 um.
==> synthesized netlist by cell type <==
cell type,count
sky130_fd_sc_hd__nand3_1,3
sky130_fd_sc_hd__a31oi_1,1
sky130_fd_sc_hd__or3_1,2
sky130_fd_sc_hd__xnor2_1,6
sky130_fd_sc_hd__mux2i_1,3
sky130_fd_sc_hd__nor2_1,6
sky130_fd_sc_hd__nand2_1,8
sky130_fd_sc_hd__xor2_1,5
sky130_fd_sc_hd__nand3b_1,1
sky130_fd_sc_hd__nor4_1,2
sky130_fd_sc_hd__a21oi_1,4
sky130_fd_sc_hd__o21ai_0,6
sky130_fd_sc_hd__nor2b_1,1
sky130_fd_sc_hd__a32o_1,3
sky130_fd_sc_hd__o21a_1,4
sky130_fd_sc_hd__o2111ai_1,2
sky130_fd_sc_hd__and3_1,1
sky130_fd_sc_hd__o31ai_1,3
sky130_fd_sc_hd__nand2b_1,1
sky130_fd_sc_hd__o21bai_1,1
sky130_fd_sc_hd__or4_1,1
sky130_fd_sc_hd__nand4_1,2
sky130_fd_sc_hd__o31a_1,1
sky130_fd_sc_hd__and3b_1,1
sky130_fd_sc_hd__or4_4,1
sky130_fd_sc_hd__clkbuf_1,2
sky130_fd_sc_hd__a21o_1,1
sky130_fd_sc_hd__nor3_1,3
sky130_fd_sc_hd__o21ai_2,1
sky130_fd_sc_hd__ha_1,9
sky130_fd_sc_hd__inv_1,6
sky130_fd_sc_hd__fa_1,1
==> through the flow <==
step	setup WS [ps]	std cells
final	1330	165
after global routing	1000	165
after global placement	1400	165
after floorplan	2800	92
after detailed placement	1350	165
after CTS	1330	165
==> worst paths after layout <==
| check | start | to | slack, ps | depth (start not counted) |
|---|---|---|---|---|
| hold / removal | A[5] | S[5] | 4170 | 4 |
| setup / recovery | vetor[1] | S[7] | 1330 | 10 |
==> worst max-delay path, stage by stage <==
cell	delay (ps)
sky130_fd_sc_hd__clkdlybuf4s50_1	830
sky130_fd_sc_hd__nand2_1	290
sky130_fd_sc_hd__mux2i_1	320
sky130_fd_sc_hd__ha_1	280
sky130_fd_sc_hd__nor2b_1	140
sky130_fd_sc_hd__o31a_1	290
sky130_fd_sc_hd__o21ai_0	410
sky130_fd_sc_hd__xor2_1	130
sky130_fd_sc_hd__o21ai_0	210
sky130_fd_sc_hd__clkdlybuf4s50_1	510
==> logic make-up (layout without fill, tap and decap cells) <==
| group | after synthesis | in the layout |
|---|---|---|
| AND/OR/NAND/NOR | 33 | 33 |
| multiplexers | 3 | 3 |
| XOR/XNOR | 11 | 11 |
| buffers and inverters | 8 | 33 |
| adder cells (fa/ha/maj) | 10 | 10 |
| AND-OR/OR-AND | 27 | 27 |
==> layout make-up <==
cell class	count	share of cell area, %
multi-input combinational	84	63.8
timing repair buffer	27	27.7
tap	48	6.16
inverter	6	2.31
==> layer usage <==
| metal | vias up | GRT usage (%) |
|---|---|---|
| met3 | 2 | 1.76 |
| met1 | 352 | 7.52 |
| met2 | 19 | 10.5 |
| met5 | - | 0 |
| met4 | 0 | 0.510 |
| li1 | 397 | - |
==> power groups by stage <==
stage | Combinational (mW) | Clock (mW) | Sequential [mW]
CTS | 0.0839 | 0 | 0
global route | 0.0923 | 0 | 0
finish | 0.0823 | 0 | 0
Power figures rest on the tool's default switching activity, not on a simulated workload.

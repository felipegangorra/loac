==> design/flow/run.sh <==
#!/bin/bash
# OpenROAD 26Q1-2900-gdf79404cd8, Yosys 0.63+post, stock flow scripts
make -C /OpenROAD-flow-scripts/flow DESIGN_CONFIG=/design/flow/config.mk WORK_HOME=/design/flow/orfs finish
==> design/flow/design.v <==
parameter N=8;	 
module Somador(input logic [N-1:0] A, B, output logic [N-1:0] Sum);
  always_comb Sum <= A+B;
endmodule
==> design/flow/config.mk <==
export PLATFORM = sky130hd
export DESIGN_NAME = Somador
export DESIGN_NICKNAME = Somador
export VERILOG_FILES = /design/flow/design.v
export SDC_FILE = /design/flow/constraint.sdc
export NUM_CORES = 4
export LEC_CHECK = 1
export CORE_AREA = 10 10 70 70
export DIE_AREA = 0 0 80 80
==> design/flow/constraint.sdc <==
current_design Somador

set clk_period 7.7
set clk_io_pct 0.2

create_clock -name clk0 -period $clk_period

set non_clock_inputs [all_inputs -no_clocks]
set_input_delay [expr $clk_period * $clk_io_pct] -clock clk0 $non_clock_inputs
set_output_delay [expr $clk_period * $clk_io_pct] -clock clk0 [all_outputs]
==> CHANGELOG.md <==
### Implementation results

* Max VDD drop at roughly 20 µV
* Power Density at 73.9 nW/µm²
* WL/cell at between 9 and 10 µm
* Count leader, synth: ha_1
* TNS Setup at 0 ps
* Synth top cells by count: 7 x ha_1, 5 x a21oi_1, 5 x inv_1
* WS Path Type: in2out
* Full die area at between 6000 and 7000 µm²
* Unique cell types at 23
* YS warnings at 1
* Cell count after synthesis at 42
* Clock buf count at 0
* Hold_ws at 4100 ps
* Antenna Violating Nets Remaining at 0
* Worst slew pin tran at 408 ps
* Finished Layout Cells at 112
* Die extent in y at around 80 µm
* Crit path capture type: output port
* Syn avg cell area at 7.89 µm²
* Placed cell count at roughly 110
* Flops at 0
* Core area at 3420 µm²
* Synth area leaders: ha_1 26%, a21oi_1 7.5%, o211ai_1 6.8%, fa_1 6.0%, inv_1 5.7%
* Leading area contributor after synthesis: ha_1
* Hold Crit Class: in2out
* Layout cells sized above 1 at 0.0152
* Die x size at approximately 80 µm
* Comb area at around 310 µm²
* Vias in the first global route at 391
* Fp util at 0.0971
* # DRC at 0
* Storage cell area at 0 µm²
* RSZ-0062 raised after global routing: no
* Yosys chip area at approximately 330 µm²
* GRT Util Overall at 0.0356
* DR iter-0 viols at 14
* I/O Buffers at 24
* Layout area overhead at 89.8%
* Routed vias at roughly 400
* Gpl congestion at 0.718
* DRT Wirelength at 1110 µm
* Core Rows at 21
* Total tool warning count at 32
* Setup crit start kind: input pin
* IO Count at 24
* Worst slew margin at 0.726
* Status: completed
* Post-CTS setup buffers at 0
* Diode count at 0
* Ys cells at 42
* Crit Path Max Fanout at 3
* Fillers at between 300 and 400
* Post-cts sizing count at 0
* Gr ovfl total at 0
* Final Setup Violations at 0
* TritonRoute pass-1 iters at 4
* Hold_buf cts at 0
* Seq share, synth at 0
* Final count of pins violating max slew at 0
* Final period util at 0.666
* FMAX at 195 MHz
* Leak at ~0.24 nW
* Vias per std cell at between 3 and 4
* Crit path time final at 5130 ps
* Initial antenna violation count at 0
* Area leader share at 0.264
* Worst EP required at 6160 ps
* First-pass GRT wire length at roughly 1900 µm
* Largest net degree at the start of global routing at 7
* Max Cap Viol at 0
* Hold Fails Final Rpt at 0
* Cell area after synthesis at approximately 330 µm²
* Critical Path AT at between 3000 and 4000 ps
* DP HPWL at approximately 1000 µm
-- worst paths after layout --
check	startpoint	end	slack (ps)	depth (start not counted)
min	B[0]	Sum[0]	4100	3
max	A[0]	Sum[6]	2570	8
-- per-layer routing --
metal	routed length, µm	GRT usage	vias to the layer above
li1	-	-	212
met1	488	0.0470	173
met2	443	0.0514	18
met3	180	0.0216	0
met4	0	0	0
met5	0	0	-
-- worst max-delay path, stage by stage --
cell	delay, ps
clkdlybuf4s50_1	400
ha_1	230
inv_1	70
fa_1	240
nor2b_4	60
o31a_1	250
o311ai_1	270
clkdlybuf4s50_1	520
-- metrics by stage --
step	area, µm²	setup slack (ps)	total power, mW	utilization
final	629	2570	0.0465	0.184
after global routing	629	2380	0.0529	0.184
after CTS	629	2520	0.0478	0.184
after detailed placement	629	2530	0.0474	0.184
after global placement	629	2560	0.0473	0.184
after floorplan	332	3640	0.0198	-
-- cell usage in the layout (no fill, tap or decap), types with 2 or more instances in the layout --
master,netlist,final
o211ai_1,3,3
a21oi_1,5,5
inv_1,5,5
xor2_1,2,2
xnor2_1,2,2
clkdlybuf4s50_1,0,24
o21ai_0,2,2
ha_1,7,7
-- power by group --
part           switching, mW  internal, mW  total, mW
clock network              0             0          0
registers                  0             0          0
logic                 0.0162        0.0303     0.0465
total                 0.0162        0.0303     0.0465
-- cells by family after synthesis --
logic type	share of synthesized area
XOR/XNOR	0.106
AND/OR/NAND/NOR	0.140
buffers and inverters	0.0566
adder cells (fa/ha/maj)	0.325
AND-OR/OR-AND	0.374
-- cell type report --
class	count	share of cell area
inverters	5	0.0298
well taps	46	0.0915
repair buffers	24	0.382
multi-input cells	37	0.497
Power figures rest on the tool's default switching activity, not on a simulated workload.
